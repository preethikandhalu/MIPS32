File: /design/flow/design.v
module ALU (ALUctl, A, B, ALUOut, Zero); 
	input [3:0] ALUctl; 
	input [31:0] A,B; 
	output reg [31:0] ALUOut; 
	output Zero; 
	assign Zero = (ALUOut==0);  
	always @(ALUctl, A, B) begin  
		case (ALUctl) 
			0: ALUOut <= A & B; 
			1: ALUOut <= A | B; 
			2: ALUOut <= A + B; 
			6: ALUOut <= A - B; 
			7: ALUOut <= A < B ? 1 : 0; 
			12: ALUOut <=	 ~(A | B);  
			default: ALUOut <= 0; 
		endcase 
	end 
endmodule
File: /design/flow/run.sh
#!/bin/bash
# OpenROAD 26Q1-2900-gdf79404cd8, Yosys 0.63+post, stock flow scripts
make -C /OpenROAD-flow-scripts/flow DESIGN_CONFIG=/design/flow/config.mk WORK_HOME=/design/flow/orfs finish
File: /design/flow/config.mk
export PLATFORM = sky130hd
export DESIGN_NAME = ALU
export DESIGN_NICKNAME = ALU
export VERILOG_FILES = /design/flow/design.v
export SDC_FILE = /design/flow/constraint.sdc
export NUM_CORES = 4
export LEC_CHECK = 1
export CORE_UTILIZATION = 40
File: /design/flow/constraint.sdc
current_design ALU

set clk_period 14.6
set clk_io_pct 0.2

create_clock -name clk0 -period $clk_period

set non_clock_inputs [all_inputs -no_clocks]
set_input_delay [expr $clk_period * $clk_io_pct] -clock clk0 $non_clock_inputs
set_output_delay [expr $clk_period * $clk_io_pct] -clock clk0 [all_outputs]
==> impl_metrics.toml <==
# implementation run metrics
[route]
wire_per_inst_um = 20.54
viasPerCell = 6.249
vias = 7543
drtAntennaViolNets = 0
firstDrtPassIters = 6
route.detailed.drc = 0
wl_um = 24800
drt_iter0_drc = 753
diodes = 0

[pwr]
max-vdd-ir-drop_mv = 0.02152
powerDensity_mw_per_mm2 = 38.39
p_leak_nw = 3.236

[worst_setup_path]
worstPathMaxFanout = 21
critPathMaxStageDelay_ps = 960
crit_type = "in2out"
cp_num_buf_inv = 3
path_cells = "clkdlybuf4s50_1 -> nor2_1 -> nand2_1 -> buf_4 -> o31a_1 -> nand3_1 -> or4_1 -> or4_1 -> or4_1 -> nor4b_2 -> nor4b_2 -> clkdlybuf4s50_1"
crit_required_ps = 11680
end_kind = "primary output"
crit_start = "ALUctl[3]"
crit_family = "simple AND/OR/NAND/NOR gates"
cpMostUsedCell = "or4_1"
critical-path-slowest-cell = "clkdlybuf4s50_1"
crit_arrival_ps = 7820
start_kind = "input pin"

[yosys]
syn_area_mm2 = 0.006331
ys_cells = 940
ys_chip_area_mm2 = 0.006331
synth_seq_share_pct = 0
avgSynthCellArea_um2 = 6.735
yosys_warnings = 1
ys_types = 96
synth_cells = 940

[job]
drv_cap = 0
warning_count = 101

[run_status]
status = "complete, no violations"

[sta]
finalHoldViolCount = 0
fin_crit_ps = 10740
setup_violations = 0
rsz0062_at_grt = "false"
tns_ps = 0
fmax_mhz = 93.15
worstMarginPinSlew_ps = 1017
slew_headroom_pct = 31.33
drv_slew = 0
worst_slack_ps = 3865
worst_hold_slack_ps = 7148
post-route-period-util_pct = 73.53

[placed_design]
gp_congestion = 1.001
pre_cts_ws_ps = 3993
port_buffers = 101
dp_hpwl_um = 19670
placedInstanceArea_mm2 = 0.007455

[finish]
nFlopsAndLatches = 0
num-fill-cells = 1585
syn2layout_area_growth_pct = 17.75
regArea_um2 = 0
fin_util_pct = 48.68
clock_buffers = 0
drive_above_1_share_pct = 6.024
final_cell_area_mm2 = 0.007455

[floorplan]
chipArea_mm2 = 0.01634
coreArea_mm2 = 0.01531
die_w_um = 127.8
row_count = 45
fp-utilization_pct = 41.34
io_pins = 101
die_h_um = 127.8

[clock_tree]
holdBufCountCts = 0
cts_setup_buffers = 0
cts_resized = 0

[grt]
grt.total_usage_pct = 30.31
grt_pass1_vias = 6728
antenna_found_initial = 0
grt_overflow = 0
grt_pass1_wl_um = 38070
grt_max_degree = 32

[hold_path]
hold_path_class = "in2out"
holdCritStartpoint = "ALUctl[1]"
-- cell families after synthesis --
| family | count (synthesis) | synth area share [%] |
|---|---|---|
| XOR/XNOR | 8 | 1.107 |
| adder cells (fa/ha/maj) | 103 | 20.59 |
| AND/OR/NAND/NOR | 309 | 26.26 |
| multiplexers | 7 | 1.146 |
| buffers and inverters | 152 | 9.822 |
| AND-OR/OR-AND | 361 | 41.07 |
-- Yosys cell counts (5+ instances only) --
cell	count	share of area (%)
mux2i_1	5	0.79
or4_1	10	1.2
nor3_1	17	1.3
nand2_1	62	3.7
xnor2_1	6	0.83
nand4_1	12	1.2
o21bai_1	10	1.2
o22ai_1	8	0.79
inv_1	96	5.7
nand4b_1	6	0.83
a21o_1	19	2.3
o31a_1	5	0.69
a22oi_1	5	0.59
a211oi_1	18	2.1
nor2b_1	13	1.3
nand3b_1	6	0.71
a21oi_1	85	6.7
buf_2	11	0.87
nor4_1	9	0.89
o2111ai_1	6	0.83
and3_1	5	0.49
o31ai_1	9	1.1
buf_4	6	0.71
clkbuf_1	33	2.0
o21a_1	9	1.1
nor2_1	88	5.2
o311ai_0	5	0.69
nand3_1	15	1.2
a221oi_1	18	2.5
ha_1	101	20
o221a_2	5	0.89
o211ai_1	15	1.8
and2_1	10	0.99
a31oi_1	8	0.79
o32ai_1	5	0.69
a211o_1	7	0.97
o21ai_0	50	4.0
or3_1	6	0.59
nand2b_1	17	1.7
a221o_1	9	1.4
a41oi_1	5	0.69
-- per-layer routing --
| layer | vias up | GRT usage, % | wire [um] |
|---|---|---|---|
| li1 | 3629 | - | - |
| met1 | 3471 | 44.42 | 11170 |
| met2 | 375 | 45.84 | 10580 |
| met3 | 68 | 3.912 | 2128 |
| met4 | 0 | 9.827 | 913 |
| met5 | - | 0 | 0 |
-- worst paths after layout --
kind / end / slack, ps / cells past startpoint
setup / recovery: Zero / 3860 / 12
hold / removal: ALUOut[13] / 7150 / 4
-- through the flow --
step	cells	power [mW]
floorplan	940	0.1785
global placement	1207	0.2813
detailed placement	1207	0.2787
CTS	1207	0.2805
global route	1207	0.3100
finish	1207	0.2862
-- where the power goes --
group,internal (mW),total (mW),switching (mW)
Clock,0,0,0
Combinational,0.118,0.286,0.168
Sequential,0,0,0
Total,0.118,0.286,0.168
-- cells in the final DEF (no fill, tap or decap), types with 7 or more instances in the layout --
| cell | Yosys | final |
|---|---|---|
| buf_4 | 6 | 11 |
| ha_1 | 101 | 101 |
| nand3_1 | 15 | 15 |
| a221oi_1 | 18 | 18 |
| a21oi_1 | 85 | 85 |
| a211oi_1 | 18 | 18 |
| or4_1 | 10 | 10 |
| o22ai_1 | 8 | 8 |
| a221o_1 | 9 | 9 |
| nor2b_1 | 13 | 13 |
| o211ai_1 | 15 | 15 |
| clkdlybuf4s50_1 | 0 | 101 |
| nand4_1 | 12 | 12 |
| nor3_1 | 17 | 17 |
| inv_1 | 96 | 96 |
| o21bai_1 | 10 | 10 |
| nor4_1 | 9 | 8 |
| a211o_1 | 7 | 7 |
| nand2_1 | 62 | 62 |
| a21o_1 | 19 | 19 |
| a31oi_1 | 8 | 8 |
| o21ai_0 | 50 | 50 |
| nor2_1 | 88 | 88 |
| and2_1 | 10 | 10 |
| o21a_1 | 9 | 9 |
| o31ai_1 | 9 | 9 |
| nand2b_1 | 17 | 17 |
-- cell type report --
cell class	instances	area, um2	area share, %
inverter	96	360.3	4.834
multi-input combinational	788	5737	76.96
tap	211	264.0	3.541
timing repair buffer	112	1094	14.67
Power and IR drop assume default switching activity.
