File: flow/config.mk
export PLATFORM = sky130hd
export DESIGN_NAME = MUX2TO1
export DESIGN_NICKNAME = MUX2TO1
export VERILOG_FILES = /design/flow/design.v
export SDC_FILE = /design/flow/constraint.sdc
export NUM_CORES = 4
export LEC_CHECK = 1
export CORE_AREA = 10 10 71 71
export DIE_AREA = 0 0 81 81
File: flow/constraint.sdc
current_design MUX2TO1

set clk_period 1.0
set clk_io_pct 0.2

create_clock -name clk0 -period $clk_period

set non_clock_inputs [all_inputs -no_clocks]
set_input_delay [expr $clk_period * $clk_io_pct] -clock clk0 $non_clock_inputs
set_output_delay [expr $clk_period * $clk_io_pct] -clock clk0 [all_outputs]
File: flow/design.v
module MUX2TO1 (Input1, Input2, Selector, Out);
	input [31:0] Input1, Input2;
	input Selector;
	output reg[31:0] Out;
	always@(Input1, Input2, Selector) begin
	if(Selector==0) 
		Out=Input1;
	else if(Selector==1) 
		Out=Input2;
	end
endmodule
File: flow/run.sh
#!/bin/bash
# OpenROAD 26Q1-2900-gdf79404cd8, Yosys 0.63+post, stock flow scripts
make -C /OpenROAD-flow-scripts/flow DESIGN_CONFIG=/design/flow/config.mk WORK_HOME=/design/flow/orfs finish
==> GITHUB_STEP_SUMMARY <==
## Synthesis and layout report

| Metric | Value |
|---|---|
| Slew HR | 94.2% |
| Final setup viols | 32 |
| Worst setup SP type | input port |
| Combinational Power Share | 100.0% |
| Die y size | 81 µm |
| Area leader share | 82.8% |
| Status | finished with violations |
| Largest area contributor in the netlist | mux2_4 |
| Synth area leaders | mux2_4 (83%), buf_12 (11%), mux2_2 (4.1%) |
| Seq/Total Area, Yosys | 0% |
| Sw frac | 22.0% |
| Worst EP required | 0.80 ns |
| Hold Buf Count CTS | 0 |
| DP Area | 1540 µm² |
| Power consumption | 624 µW |
| Gate Count Post-Synth | 36 |
| Max Cap Viol | 0 |
| Synth-to-Final Area Change | 192% |
| First-pass GRT wire length | 4.14 mm |
| Slowest stage cell, crit path | mux2_4 |
| Port Buf Inserts | 97 |
| LEAKAGE | 0.872 nW |
| 1st-pass router iterations | 2 |
| Final core occ | 43.8% |
| Wire length per cell | 15.4 µm |
| Hold Fails Final Rpt | 0 |
| OpenROAD warnings | 34 |
| GRT Residual Overflow | 0 |
| Unrepaired setup endpoints after global routing | yes |
| Final instance area | 1590 µm² |
| Final worst setup slack | -0.179 ns |
| Synth Area in Adders | 0% |
| DRT antenna net count | 0 |
| Width of the chip | 81 µm |
| Crit-path max cell delay | 0.29 ns |
| Final non-filler cell total | 187 |
| Peak fanout along the critical path | 6 |
| Commonest cells post-synth | mux2_4 (30), buf_12 (3), mux2_2 (2), buf_6 (1) |
| Comb area leader | multiplexers |
| DRT Wirelength | 2.88 mm |
| CP Capture Point | Out[4] |
| Initial Utilization | 15.0% |
| Post-Place Setup Slack | -0.512 ns |
| Violated checks | setup timing |
| Int Pwr | 487 µW |
| Share of cells above drive strength 1 | 54.0% |
| Clock buffers | 0 |
| GPL Wtd Cong | 0.832 |
| Core ar. | 3630 µm² |
| Multiplexer share | 86.9% |
| Arrival time worst endpoint | 0.98 ns |
| Initial antenna violation count | 0 |
| Worst Hold Slack | 0.691 ns |
| P per Cell Area | 392 nW/µm² |
| Largest net degree at the start of global routing | 11 |
| Critical Path, Cell by Cell | buf_12, buf_12, buf_12, mux2_4, buf_6 |
| Post-layout period usage | 118% |
| Synth top cell by count | mux2_4 |
| Post-route minimum period | 1.18 ns |
| Max Transition Viols Final | 0 |
| Diodes inserted | 0 |
| Synthesized area | 544 µm² |
| Worst Setup SP | Selector |
| Crit Path Class | input port to output port |
| Die Area | 6560 µm² |
| Vias/cell | 3.82 |
| Number of distinct library cells after synthesis | 4 |
| DPL Wire Length | 2.50 mm |
| Drt drc | 0 |
| IR Drop Worst-Case VDD | 0.169 mV |
| Clk pwr share | 0% |
| Vias in the first global route | 764 |
| Tightest Pin Transition | 0.0870 ns |
| XOR Share, Synth | 0% |
| # Cells Yosys | 36 |
| Worst setup EP type | output port |
| Initial DRC Count | 2 |
| Ports | 97 |
| Storage cell area | 0 µm² |
| Dpl cells | 179 |
| Net Sw Power | 137 µW |
| Vias | 715 |
| Setup tns final | -3.30 ns |
| Max Clk Rate | 0.848 GHz |
| Simple share | 0% |
| Yosys warning total | 1 |
| HP Class | input port to output port |
| Yosys synthesis chip area | 544 µm² |
| Sequential power share | 0% |
| Mean Syn Cell Area | 15.1 µm² |
| Worst path most repeated cell | buf_12 |
| Seq cells | 0 |
| # rows | 22 |
| Total Routing Usage GR | 7.79% |
| Aoi share | 0% |
## per-layer routing
metal / share of wire (%) / wire (µm) / GRT usage [%]
met1: 37 / 1080 / 9.03
met2: 50 / 1450 / 14.3
met3: 12 / 350 / 2.78
met4: 0 / 0 / 0
met5: 0 / 0 / 0
## cells in the final DEF (no fill, tap or decap), drive strengths merged
master / synthesis / routed
mux2: 32 / 32
buf: 4 / 43
dlymetal6s2s: 0 / 4
dlygate4sd2: 0 / 51
clkdlybuf4s50: 0 / 9
## layout make-up
| type | count | area (µm²) |
|---|---|---|
| fillers | 357 | 2040 |
| multi-input cells | 32 | 477 |
| well taps | 48 | 60.1 |
| repair buffers | 107 | 1050 |
## logic make-up after synthesis
| family | count (synthesis) |
|---|---|
| buf+inv | 4 |
| mux | 32 |
## critical path, delay by kind of cell
kind                   cells  cell delay [ns]
muxes                      1             0.29
buffers and inverters      4             0.48
## power by group through the flow
stage	registers [mW]	clock network [mW]	logic, mW
5_1_grt	0	0	0.666
4_1_cts	0	0	0.614
6_report	0	0	0.624
## how the worst min path moves through the flow
stage | startpoint | to | cells past startpoint
CTS | Selector | Out[29] | 3
global route | Input1[29] | Out[29] | 3
finish | Input2[29] | Out[29] | 3
## repair_timing
item	4_1_cts	5_1_grt
resized	171	10
endpoints found under the setup margin	32	32
endpoints found under the hold margin	0	0
buffers inserted	5	1
pin swaps	0	0
cloned	2	0
Power and IR drop assume default switching activity.
